==> ./design.v <==
module I2C_DRI(
    input   wire            clk         ,   
    input   wire            rst_n       ,   
    input           [25:0]  clk_freq    ,   
    input           [17:0]  i2c_freq    ,   
    input                   i2c_rh_wl   ,   
    input                   bit_ctrl    ,   
    input   wire            i2c_exec    ,   
    input   wire    [6:0 ]  sensor_addr ,   
    input   wire    [15:0]  i2c_addr    ,   
    input   wire    [7:0 ]  i2c_data_w  ,   
    output  reg     [7:0 ]  i2c_data_r  ,   
    output  reg             i2c_done    ,   
    output  reg             err_flag    ,   
    output  reg             scl         ,   
    inout   wire            sda             
    );
parameter   IDLE    = 11'b000_0000_0001; 
parameter   START   = 11'b000_0000_0010; 
parameter   SLADDR  = 11'b000_0000_0100; 
parameter   ADDR16  = 11'b000_0000_1000; 
parameter   ADDR8   = 11'b000_0001_0000; 
parameter   DATA_WR = 11'b000_0010_0000; 
parameter   RD_START= 11'b000_0100_0000; 
parameter   ADDR_RD = 11'b000_1000_0000; 
parameter   DATA_RD = 11'b001_0000_0000; 
parameter   STOP    = 11'b010_0000_0000; 
parameter   ERROR   = 11'b100_0000_0000; 
reg     [2:0]   cnt_freq    ; 
wire            add_cnt_freq;
wire            end_cnt_freq;
reg     [5:0]   cnt_flag    ; 
wire            add_cnt_flag;
wire            end_cnt_flag;
reg     [6:0]   x           ; 
reg     [9:0]   cnt         ; 
wire            add_cnt     ;
wire            end_cnt     ;
reg             drive_flag  ; 
reg     [10:0]  state       ; 
reg             work_flag   ; 
reg             sda_dir     ; 
reg     [7:0]   data_shift  ; 
reg             i2c_ack     ; 
reg             sda_out     ;
wire            sda_in      ;
wire    [8:0]   clk_divide  ;
wire    [8:0]   MAX  ;
wire    [8:0]   FLAG0       ;
wire    [8:0]   FLAG1       ;
wire    [8:0]   FLAG2       ;
wire    [8:0]   FLAG3       ;
assign  clk_divide = (clk_freq/i2c_freq) >> 2'd2 ;   
assign  MAX   = clk_freq/i2c_freq; 
assign  FLAG0 = clk_divide - 1'b1 ;
assign  FLAG1 = 2*clk_divide - 1'b1 ;
assign  FLAG2 = 3*clk_divide - 1'b1 ;
assign  FLAG3 = 4*clk_divide - 1'b1 ;
assign  sda = sda_dir?sda_out:1'bz; 
assign  sda_in = sda;
always @(posedge clk or negedge rst_n)begin
    if(!rst_n)begin
        state <= IDLE;
    end
    else begin
        case(state)
            IDLE:begin
                if(i2c_exec==1'b1)
                    state <= START; 
                else
                    state <= IDLE;
            end 
            START:begin
                if(cnt_flag=='d6 && drive_flag)
                    state <= SLADDR; 
                else
                    state <= START;
            end
            SLADDR:begin
                if(cnt_flag=='d35 && drive_flag && i2c_ack==1'b1) 
                    if(bit_ctrl)                     
                        state <= ADDR16;
                    else
                        state <= ADDR8 ;
                else if(cnt_flag=='d35 && drive_flag && i2c_ack==1'b0) 
                    state <= ERROR; 
                else
                    state <= SLADDR;
            end
            ADDR16:begin
                if(cnt_flag=='d35 && drive_flag && i2c_ack==1'b1)
                        state <= ADDR8;
                else if(cnt_flag=='d35 && drive_flag && i2c_ack==1'b0) 
                    state <= ERROR; 
                else 
                    state <= ADDR16;
            end
            ADDR8:begin
                if(cnt_flag=='d35 && drive_flag && i2c_ack==1'b1)begin 
                    if(i2c_rh_wl==1'b0)
                        state <= DATA_WR; 
                    else if(i2c_rh_wl==1'b1)
                        state <= RD_START; 
                end
                else if(cnt_flag=='d35 && drive_flag && i2c_ack==1'b0) 
                    state <= ERROR; 
                else 
                    state <= ADDR8;
            end
            DATA_WR:begin
                if(cnt_flag=='d35 && drive_flag && i2c_ack==1'b1) 
                    state <= STOP; 
                else if(cnt_flag=='d35 && drive_flag && i2c_ack==1'b0) 
                    state <= ERROR; 
                else
                    state <= DATA_WR;
            end
            RD_START:begin
                if(cnt_flag=='d3 && drive_flag)
                    state <= ADDR_RD; 
                else
                    state <= RD_START;
            end
            ADDR_RD:begin
                if(cnt_flag=='d35 && drive_flag && i2c_ack==1'b1)
                    state <= DATA_RD; 
                else if(cnt_flag=='d35 && drive_flag && i2c_ack==1'b0) 
                    state <= ERROR; 
                else
                    state <= ADDR_RD;
            end
            DATA_RD:begin
                if(cnt_flag=='d35 && drive_flag && i2c_ack==1'b1)
                    state <= STOP;
                else if(cnt_flag=='d35 && drive_flag && i2c_ack==1'b0) 
                    state <= ERROR; 
                else
                    state <= DATA_RD;
            end
            STOP:begin
                if(cnt_flag=='d3 && drive_flag)
                    state <= IDLE;
                else
                    state <= STOP;
            end
            ERROR:begin
                state <= IDLE;
            end
            default:begin
                state <= IDLE;
            end
        endcase
    end
end
always @(posedge clk or negedge rst_n)begin
    if(!rst_n)begin
        work_flag <= 1'b0;
    end
    else if(state==START)begin 
        work_flag <= 1'b1;
    end
    else if(state==IDLE)begin
        work_flag <= 1'b0;
    end
    else if(i2c_done==1'b1)begin 
        work_flag <= 1'b0;
    end
end
always @(posedge clk or negedge rst_n)begin
    if(!rst_n)begin
        cnt <= 0;
    end
    else if(add_cnt)begin
        if(end_cnt)
            cnt <= 0;
        else
            cnt <= cnt + 1'b1;
    end
    else begin
        cnt <= 'd0;
    end
end
assign add_cnt = work_flag; 
assign end_cnt = add_cnt && cnt== MAX; 
always @(posedge clk or negedge rst_n)begin
    if(!rst_n)begin
        drive_flag <= 1'b0;
    end
    else if(cnt==FLAG0 || cnt==FLAG1 || cnt==FLAG2 || cnt==FLAG3)begin 
        drive_flag <= 1'b1;
    end
    else begin
        drive_flag <= 1'b0;
    end
end
always @(posedge clk or negedge rst_n)begin
    if(!rst_n)begin
        cnt_freq <= 0;
    end
    else if(work_flag == 1'b0)begin
        cnt_freq <= 'd0;
    end
    else if(add_cnt_freq)begin
        if(end_cnt_freq)
            cnt_freq <= 0;
        else
            cnt_freq <= cnt_freq + 1'b1;
    end
    else begin
        cnt_freq <= cnt_freq;
    end
end
assign add_cnt_freq = drive_flag;       
assign end_cnt_freq = add_cnt_freq && cnt_freq== 4-1; 
always @(posedge clk or negedge rst_n)begin
    if(!rst_n)begin
        scl <= 1'b1;
    end
    else if (work_flag == 1'b1 && state == START) begin
        if(cnt_flag=='d1 && drive_flag)begin
            scl <= 1'b1;
        end
        else if(cnt_flag=='d5 && drive_flag )begin
            scl <= 1'b0;
        end
    end
    else if(work_flag == 1'b1 && state != START)begin
        if(cnt_freq=='d1 && drive_flag &&state==STOP)begin
            scl <= 1'b1;
        end
        else if(cnt_freq=='d1 && drive_flag && state!= STOP)begin
            scl <= 1'b0;
        end
        else if(cnt_freq=='d3 && drive_flag)begin
            scl <= 1'b1;
        end
    end
    else begin
        scl <= 1'b1;
    end
end
always @(posedge clk or negedge rst_n)begin
    if(!rst_n)begin
         cnt_flag <= 0;
    end
    else if(work_flag==1'b0)begin
        cnt_flag <= 'd0;
    end
    else if(add_cnt_flag)begin
        if(end_cnt_flag)
            cnt_flag <= 0;
        else
            cnt_flag <= cnt_flag + 1'b1;
    end
    else begin
        cnt_flag <= cnt_flag;
    end
end
assign add_cnt_flag = drive_flag;       
assign end_cnt_flag = add_cnt_flag && cnt_flag== x ; 
always  @(*)begin
    case(state)
        IDLE: x=0;
        START: x= 7 - 1;
        SLADDR,ADDR16,ADDR8,DATA_WR,ADDR_RD,DATA_RD: x=36 - 1;
        RD_START: x= 4 - 1;
        STOP: x = 4 - 1;
        default: x = 0;          
    endcase
end
always @(posedge clk or negedge rst_n)begin
    if(!rst_n)begin
        sda_dir <= 1'b0;
    end
    else if(state==START || state==RD_START || state==STOP)begin
        sda_dir <= 1'b1; 
    end
    else if(state==SLADDR || state==ADDR16 ||state==ADDR8 ||state==DATA_WR || state==ADDR_RD)begin
        if(cnt_flag < 'd32)begin 
            sda_dir <= 1'b1;
        end
        else begin
            sda_dir <= 1'b0; 
        end
    end
    else if(state==DATA_RD)begin
        if(cnt_flag < 'd32)begin
            sda_dir <= 1'b0; 
        end
        else begin
            sda_dir <= 1'b1; 
        end
    end
    else begin
        sda_dir <= 1'b0;
    end
end
always @(posedge clk or negedge rst_n)begin
    if(!rst_n)begin
        data_shift <= 'd0;
    end
    else begin
        case(state)
            IDLE:begin
                data_shift <= 'd0; 
            end
            START:begin
                data_shift <= {sensor_addr[6:0],1'b0}; 
            end
            SLADDR:begin
                if(end_cnt_flag && i2c_ack==1'b1 && bit_ctrl == 1'b1)
                    data_shift <= i2c_addr[15:8];
                else if(end_cnt_flag && i2c_ack==1'b1 && bit_ctrl == 1'b0)
                    data_shift <= i2c_addr[7:0];
                else if(cnt_flag<'d32 && cnt_flag[1:0]==2'd3 && drive_flag)
                    data_shift <= {data_shift[6:0],1'b0};
            end
            ADDR16:begin
                if(end_cnt_flag && i2c_ack==1'b1)
                    data_shift <= i2c_addr[7:0]; 
                else if(cnt_flag<'d32 && cnt_flag[1:0]==2'd3 && drive_flag)
                    data_shift <= {data_shift[6:0],1'b0};
            end
            ADDR8:begin
                if(end_cnt_flag && i2c_ack==1'b1 && i2c_rh_wl==1'b0) 
                    data_shift <= i2c_data_w; 
                else if(cnt_flag<'d32 && cnt_flag[1:0]==2'd3 && drive_flag)
                    data_shift <= {data_shift[6:0],1'b0};
            end
            DATA_WR:begin
                if(cnt_flag<'d32 && cnt_flag[1:0]==2'd3 && drive_flag)
                    data_shift <= {data_shift[6:0],1'b0}; 
                else
                   data_shift <= data_shift; 
            end
            RD_START:begin
                data_shift <=  {sensor_addr[6:0],1'b1}; 
            end
            ADDR_RD:begin
                if(end_cnt_flag && i2c_ack==1'b1)
                    data_shift <= 'd0;
                else if(cnt_flag<'d32 && cnt_flag[1:0]==2'd3 && drive_flag)
                    data_shift <= {data_shift[6:0],1'b0};
            end
            DATA_RD:begin
                if(cnt_flag<'d32 && cnt_flag[1:0]==2'd1 && drive_flag)
                    data_shift <= {data_shift[6:0],sda_in}; 
                else
                    data_shift <= data_shift;
            end
            default:begin
                data_shift <= data_shift;
            end
        endcase
    end
end
always @(posedge clk or negedge rst_n)begin
    if(!rst_n)begin
        sda_out <= 1'b1;
    end
    else begin
        case(state)
            START:begin
                if(cnt_flag=='d4 && drive_flag)
                    sda_out <= 1'b0; 
                else
                    sda_out <= sda_out;
            end
            SLADDR,ADDR16,ADDR8,DATA_WR,ADDR_RD:begin
                sda_out <= data_shift[7]; 
            end
            RD_START:begin
                if(cnt_flag=='d0)
                    sda_out <= 1'b1; 
                else if(cnt_flag=='d1 && drive_flag)
                    sda_out <= 1'b0;
            end
            DATA_RD:begin
                if(cnt_flag>='d32)
                    sda_out <= 1'b1; 
                else
                    sda_out <= sda_out;
            end
            STOP:begin
                    if(cnt_flag=='d0 && sda_dir)
                        sda_out <= 1'b0;
                    else if(cnt_flag=='d1 && drive_flag)
                        sda_out <= 1'b1;
            end
            default:sda_out <= 1'b1;
        endcase
    end
end
always @(posedge clk or negedge rst_n)begin
    if(!rst_n)begin
        i2c_done <= 1'b0;
    end
    else if(state==STOP && end_cnt_flag)begin 
            i2c_done <= 1'b1;
    end
    else begin
        i2c_done <= 1'b0;
    end
end
always @(posedge clk or negedge rst_n)begin
    if(!rst_n)begin
        i2c_ack <= 1'b0;
    end
    else begin
        case(state)
            SLADDR:begin
                if(cnt_flag>='d32 && cnt_flag[1:0]=='d1 && drive_flag && sda==1'b0)
                    i2c_ack <= 1'b1; 
                else if(end_cnt_flag)
                    i2c_ack <= 1'b0;
            end
            ADDR16:begin
                if(cnt_flag>='d32 && cnt_flag[1:0]=='d1 && drive_flag && sda==1'b0)
                    i2c_ack <= 1'b1; 
                else if(end_cnt_flag)
                    i2c_ack <= 1'b0;
            end
            ADDR8:begin
                if(cnt_flag>='d32 && cnt_flag[1:0]=='d1 && drive_flag && sda==1'b0)
                    i2c_ack <= 1'b1; 
                else if(end_cnt_flag)
                    i2c_ack <= 1'b0;
            end
            DATA_WR:begin
                if(cnt_flag>='d32 && cnt_flag[1:0]=='d1 && drive_flag && sda==1'b0)
                    i2c_ack <= 1'b1; 
                else if(end_cnt_flag)
                    i2c_ack <= 1'b0;
            end
            ADDR_RD:begin
                if(cnt_flag>='d32 && cnt_flag[1:0]=='d1 && drive_flag && sda==1'b0)
                    i2c_ack <= 1'b1; 
                else if(end_cnt_flag)
                    i2c_ack <= 1'b0;
            end
            DATA_RD:begin
                if(cnt_flag>='d32 && cnt_flag[1:0]=='d1 && drive_flag && sda==1'b1)
                    i2c_ack <= 1'b1; 
                else if(end_cnt_flag)
                    i2c_ack <= 1'b0;
            end
            default: i2c_ack <= 1'b0;
        endcase
    end
end
always @(posedge clk or negedge rst_n)begin
    if(!rst_n)begin
        i2c_data_r <= 1'b0;
    end
    else if(i2c_done)begin 
        i2c_data_r <= data_shift;
    end
    else begin
        i2c_data_r <= i2c_data_r;
    end
end
always @(posedge clk or negedge rst_n)begin
    if(!rst_n)begin
        err_flag <= 1'b0;
    end
    else if(state==ERROR)begin 
        err_flag <= 1'b1;
    end
    else begin
        err_flag <= 1'b0;
    end
end
endmodule
==> ./run.sh <==
#!/bin/bash
# OpenROAD 26Q1-2900-gdf79404cd8, Yosys 0.63+post, stock flow scripts
make -C /OpenROAD-flow-scripts/flow DESIGN_CONFIG=/design/flow/config.mk WORK_HOME=/design/flow/orfs finish
==> ./config.mk <==
export PLATFORM = sky130hd
export DESIGN_NAME = I2C_DRI
export DESIGN_NICKNAME = I2C_DRI
export VERILOG_FILES = /design/flow/design.v
export SDC_FILE = /design/flow/constraint.sdc
export NUM_CORES = 4
export LEC_CHECK = 1
export CORE_UTILIZATION = 30
==> ./constraint.sdc <==
current_design I2C_DRI

set clk_period 7.4
set clk_io_pct 0.2

create_clock -name clk0 -period $clk_period [get_ports {clk}]

set non_clock_inputs [all_inputs -no_clocks]
set_input_delay [expr $clk_period * $clk_io_pct] -clock clk0 $non_clock_inputs
set_output_delay [expr $clk_period * $clk_io_pct] -clock clk0 [all_outputs]
==> run summary <==
Notes from the flow run.

Synthesis:
- Among all cell types in the netlist, the one instantiated most often is sky130_fd_sc_hd__ha_1.
- The post-synth count of flops with an enable pin is 0.
- For this run, the register share of the synthesized area comes to 0.06497.
- The average instance in the mapped netlist occupies 7.375 sq um.
- In this run, the synthesized area fraction spent on adder and majority cells is recorded as 0.2079.
- After synthesis the netlist holds a flip-flop and latch count of 54.
- The run puts the share of async-settable or async-resettable flops after synthesis at 1.000.
- The run gives the commonest register cell after synthesis as sky130_fd_sc_hd__dfrtp_1.
- The run puts the xor/xnor share of the synthesized area at 0.08710.
- The run gives the mapped cell area as 20860 sq um.
- The run gives the count of synthesis-stage warnings from yosys as 2.
- The run gives the simple-gate area share of the yosys netlist as 0.2220.
- Sorting the Yosys area breakdown by cell type puts at the top sky130_fd_sc_hd__ha_1.
- Per the synthesis report, the AND-OR/OR-AND share of the synthesized area is 0.2936.
- The number of cells reported by Yosys stat comes to 2828.
- In the synthesis report, Yosys lists the chip area as 20860 sq um.
- The run puts the mux cell area share after synthesis at 0.08146.
- Of the post-synthesis cell area, the dominant cell type holds 0.2070.
- Counting instances in the post-synthesis netlist gives the leading cell types as sky130_fd_sc_hd__ha_1 (345), sky130_fd_sc_hd__nand2_1 (228), sky130_fd_sc_hd__nor2_1 (218).
- The run puts the gate count after technology mapping at 2828.
- Counting distinct cell types in the post-synthesis netlist gives 115.
- The main area contributors are sky130_fd_sc_hd__ha_1 (21%), sky130_fd_sc_hd__mux2_2 (6.6%), sky130_fd_sc_hd__dfrtp_1 (6.1%), sky130_fd_sc_hd__xnor2_1 (6.0%), sky130_fd_sc_hd__a21oi_1 (5.0%).
- By area, the combinational part of the netlist is dominated by AND-OR/OR-AND gates.

Run status:
- It got as far as clock tree synthesis and failed there.
- The run stopped with a tool error.
- The first error in the log reads "[error] [KeplerFormal.cpp:679] Workflow failed: Iso has multiple drivers: .sda0, sda$_DFFE_PN1P_.Q0".

Clock network:
- The H-tree was split into 2 levels.
- The run puts the number of sinks driven by the clock tree at 54.
- The run gives the root buffer cell as sky130_fd_sc_hd__clkbuf_16.
- The run gives the number of buffers inserted by hold repair at cts as 0.
- The run gives the largest buffer count on any clock path as 2.
- Clock tree synthesis inserted a total of 5 buffers.
- The run gives the count of buffers added by post-CTS timing repair for setup as 135.
- The run puts the post-cts repair resize count at 136.

Floorplan:
- The floorplan step records an initial core utilization of 0.3036.
- The run gives the I/O pin count as 92.
- The run puts the die boundary height at 265.7 um.
- In this run the horizontal extent of the chip is 265.7 um.
- The run gives the number of cell rows as 96.

Place:
- The run puts the final RePlAce weighted congestion at 0.9605.
- The run gives the instance count after placement with tap cells included as 4758.
- The run gives the pre-CTS setup slack as -45.24 ns.
- The run gives the count of port buffers added during placement as 90.
- The run puts the half-perimeter wire length of the detailed placement result at 58580 um.
metrics by stage:
stage	instance area (sq um)	setup TNS, ns
detailed placement	31420	-493.53
global placement	31420	-488.31
floorplan	22450	-480.58
cell families after synthesis:
group	after synthesis
XOR/XNOR	205
AND/OR/NAND/NOR	934
multiplexers	154
buffers and inverters	234
AND-OR/OR-AND	900
flip-flops	54
adder cells (fa/ha/maj)	347
